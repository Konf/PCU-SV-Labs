<file path="./run.sh">
#!/bin/bash
# OpenROAD 26Q1-2900-gdf79404cd8, Yosys 0.63+post, stock flow scripts
make -C /OpenROAD-flow-scripts/flow DESIGN_CONFIG=/design/flow/config.mk WORK_HOME=/design/flow/orfs finish
</file>
<file path="./config.mk">
export PLATFORM = sky130hd
export DESIGN_NAME = square_code
export DESIGN_NICKNAME = square_code
export VERILOG_FILES = /design/flow/design.v
export SDC_FILE = /design/flow/constraint.sdc
export NUM_CORES = 4
export LEC_CHECK = 1
export CORE_AREA = 10 10 105 105
export DIE_AREA = 0 0 115 115
</file>
<file path="./constraint.sdc">
current_design square_code

set clk_period 4.1
set clk_io_pct 0.2

create_clock -name clk0 -period $clk_period [get_ports {clk}]

set non_clock_inputs [all_inputs -no_clocks]
set_input_delay [expr $clk_period * $clk_io_pct] -clock clk0 $non_clock_inputs
set_output_delay [expr $clk_period * $clk_io_pct] -clock clk0 [all_outputs]
</file>
<file path="./design.v">
module square_code (
  input  logic clk,
  input  logic rst,
  input  logic        enable,
  input  logic [20:0] half_period,
  input  logic [15:0] volume,
  output logic [15:0] square_wave
);
logic [20:0] counter;
always_ff @(posedge clk or posedge rst) begin
  if(rst)
    counter <= 21'd0;
  else
    if ((counter >= half_period) || ~enable)
      counter <= 21'd0;
    else
      counter <= counter + 1;
end
logic square;
always_ff @(posedge clk or posedge rst) begin
  if(rst) begin
    square  <= 1'b0;
  end else if (enable) begin
    if (counter >= half_period)
      square <= ~square;
  end
end
assign square_wave = (square && enable) ? volume
                                        : 16'd0;
endmodule
</file>
==> qor.csv <==
metric,value,unit
status,finished clean,
clk_skew,0.006685,ns
Die Ht,115,um
family with the most delay on the worst path,AND-OR/OR-AND gates,
H-tree Lvls,1,
CTS tree,yes,
die footprint,13230,um2
vias in the first global route,1683,
DR DRC count,0,
Routed wire per std cell,12.56,um
maxcap violations,0,
initial antenna violation count,0,
CP required,4.23,ns
share of layout cells above drive strength 1,7.063,%
total iterations of the first detailed-routing run,4,
Final HPWL DP,3824,um
core box area,8763,um2
drt initial violations,55,
cell area after synthesis,1892,um2
Worst EP arrival,3.17,ns
GRT overflow,0,
Cell Pwr Density,199.8,nW/um2
first-pass GRT wire length,7976,um
Final Max Tran Viols,0,
via count,1685,
Cell area leaders,"dfrtp_1 (29%), ha_1 (15%), xnor2_1 (8.3%)",
Worst Setup Start Kind,input pin,
pin count of the biggest net entering global routing,24,
Mapped Cells,220,
tally of yosys warning messages,1,
Layout area overhead,38.16,%
Fin Hold WS,0.5098,ns
Latency at later pin,0.26,ns
Yosys cell types,37,
Critical Path End Type,flip-flop,
CP max stage delay,0.60,ns
period utilization,74.09,%
ys cells,220,
IO Count,56,
Seq cells post-synth,22,
hold_buf cts,0,
crit-path max FO,22,
post-CTS setup buffers,0,
tool warning count,25,
setup TNS,0,ns
"Slowest-stage cell, CP",a211o_1,
"antenna viol nets, final",0,
site row count,34,
Port-buffer cells,55,
fmax,329.2,MHz
post_cts resized,0,
post-route minimum period,3.038,ns
maximum VDD drop,0.00009203,V
Initial Util,21.59,%
clock sink count,22,
Vias/cell,4.469,
fin util,29.83,%
clock slew seen by the registers of the worst setup and hold paths,0.09,ns
diode count,0,
Hold WC Path Type,reg -> reg,
Routed WL,4737,um
final-report hold violation count,0,
max_slew headroom,46.70,%
Longest Clk Path Bufs,2,
P_leak,1.201,nW
CP Cell Sequence,clkdlybuf4s50_1 -> inv_1 -> ha_1 -> a21o_1 -> a221o_1 -> a211o_1 -> mux2_2 -> o2111ai_1,
Top-area cell share,29.10,%
cts bufs inserted,3,
root buffer cell,clkbuf_8,
register share after synthesis,29.10,%
Finished Layout Cells,377,
die width,115,um
"Avg Cell Area, Syn",8.599,um2
YS chip area,1892,um2
Slew @ Worst Pin,0.7995,ns
CP Buf/Inv Count,2,
placed insts,373,
Total GRT Usage,7.151,%
RD Place Congestion,0.7841,
critical path class,in -> reg,
"area leader, netlist",dfrtp_1,
RSZ-0062 raised after global routing,no,
final setup fails,0,
final total power,0.5221,mW
==> synth_stat cells <==
cell       count
inv_1         25
nand2_1       23
dfrtp_1       22
ha_1          22
and3_1        18
nor3_1        18
xnor2_1       18
nand4_1       10
clkbuf_1       8
nand3_1        8
a21oi_1        6
nor4b_2        6
and4_1         4
nor2_1         4
buf_2          3
and2_1         2
nand3_2        2
o21ai_0        2
a2111oi_0      1
a211o_1        1
a21boi_0       1
a21o_1         1
a221o_1        1
a311o_1        1
a31oi_1        1
and2_0         1
buf_4          1
buf_6          1
mux2_2         1
nand2b_1       1
nor3_2         1
nor4_2         1
nor4b_1        1
o2111ai_1      1
o21bai_1       1
o31ai_1        1
xor2_1         1
==> layout by cell type (no fill, tap or decap), drive strengths merged, types with 2 or more instances in the layout <==
cell	Yosys	routed
nor2	4	4
clkdlybuf4s50	0	55
xnor2	18	18
nand2	23	23
clkbuf	8	3
ha	22	22
buf	5	3
and2	3	3
nand3	10	10
and4	4	4
nand4	10	10
inv	25	25
nor3	19	19
nor4b	7	7
dfrtp	22	22
a21oi	6	6
and3	18	18
o21ai	2	2
==> report_power, final <==
group	internal [mW]	total (mW)	switching [mW]
Clock	0.130	0.204	0.0731
Combinational	0.0637	0.0964	0.0327
Sequential	0.219	0.222	0.00295
Total	0.413	0.522	0.109
==> stage by stage <==
step | setup slack, ns | instance area [um2]
finish | 1.062 | 2614
detailed placement | 0.7887 | 2542
floorplan | 1.674 | 1892
global route | 0.9141 | 2614
global placement | 0.8251 | 2542
CTS | 1.047 | 2614
==> sequential cells by signal (all words and copies together), names as in the netlist <==
signal / cells
counter: 21
square: 1
==> layout make-up <==
type / count / area, um2
clock inverters: 1 / 30.03
fillers: 933 / 6150
flip-flops and latches: 22 / 550.5
inverters: 25 / 93.84
clock buffers: 3 / 41.29
multi-input cells: 160 / 1190
well taps: 108 / 135.1
repair buffers: 58 / 573.1
==> metal layers <==
| metal | share of wire, % | GRT usage, % |
|---|---|---|
| met4 | 0 | 0.5776 |
| met2 | 43 | 11.41 |
| met3 | 8.5 | 1.951 |
| met1 | 48 | 9.883 |
| met5 | 0 | 0 |
==> worst paths after layout <==
path,endpoint,slack [ns],depth (start not counted),startpoint
setup / recovery,square,1.06,8,half_period[14]
hold / removal,counter[0],0.51,1,counter[0]
setup reg to reg,square,1.67,6,counter[14]
hold reg to reg,counter[0],0.51,1,counter[0]
max in group asynchronous,counter[11],2.97,3,rst
min in group asynchronous,counter[12],0.90,3,rst
==> kinds of logic after synthesis <==
| group | after synthesis | share of synthesized area, % |
|---|---|---|
| buffers and inverters | 38 | 8.333 |
| AND-OR/OR-AND | 18 | 6.483 |
| multiplexers | 1 | 0.5952 |
| XOR/XNOR | 19 | 8.796 |
| flip-flops | 22 | 29.10 |
| AND/OR/NAND/NOR | 100 | 32.14 |
| adder cells (fa/ha/maj) | 22 | 14.55 |
No activity file was given, so power comes from the tool's default toggle rates.
