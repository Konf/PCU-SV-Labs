File: /design/flow/run.sh
#!/bin/bash
# OpenROAD 26Q1-2900-gdf79404cd8, Yosys 0.63+post, stock flow scripts
make -C /OpenROAD-flow-scripts/flow DESIGN_CONFIG=/design/flow/config.mk WORK_HOME=/design/flow/orfs finish
File: /design/flow/config.mk
export PLATFORM = sky130hd
export DESIGN_NAME = square_duty_cycle
export DESIGN_NICKNAME = square_duty_cycle
export VERILOG_FILES = /design/flow/design.v
export SDC_FILE = /design/flow/constraint.sdc
export NUM_CORES = 4
export LEC_CHECK = 1
export CORE_UTILIZATION = 30
File: /design/flow/constraint.sdc
current_design square_duty_cycle

set clk_period 5.4
set clk_io_pct 0.2

create_clock -name clk0 -period $clk_period [get_ports {clk}]

set non_clock_inputs [all_inputs -no_clocks]
set_input_delay [expr $clk_period * $clk_io_pct] -clock clk0 $non_clock_inputs
set_output_delay [expr $clk_period * $clk_io_pct] -clock clk0 [all_outputs]
File: /design/flow/design.v
module square_duty_cycle (
  input  logic clk,
  input  logic rst,
  input  logic        enable,
  input  logic [20:0] full_period,
  input  logic [20:0] active_period,
  input  logic [15:0] volume,
  output logic [15:0] square_wave
);
logic [20:0] counter;
always_ff @(posedge clk or posedge rst) begin
  if(rst)
    counter <= 21'd0;
  else
    if ((counter >= full_period) || ~enable)
      counter <= 21'd0;
    else
      counter <= counter + 1;
end
logic square;
always_ff @(posedge clk or posedge rst) begin
  if(rst) begin
    square  <= 1'b0;
  end else if (enable) begin
    if (counter >= full_period)
      square <= 1'b1;
    else if (counter >= active_period)
      square <= 1'b0;
  end
end
assign square_wave = (square && enable) ? volume
                                        : 16'd0;
endmodule
==> results.sh <==
# source this file to load flow results
export IMPL_drtPass1Iterations=3
export IMPL_clock_path_buffers=2
export IMPL_die_x_um=86.9
export IMPL_via_per_inst=4.45
export IMPL_hold_path_class="register to register"
export IMPL_htreeDepth=1
export IMPL_portBuffers=76
export IMPL_synth_cells_yosys=258
export IMPL_cts_made_buffers=3
export IMPL_ys_types=32
export IMPL_synth_seq_area_share_pct=25.5
export IMPL_grt_overflow=0
export IMPL_grt_pass1_vias=1747
export IMPL_area_growth_syn_to_layout_pct=42.3
export IMPL_synth_top_flop_cell="dfrtp_1"
export IMPL_yosysTopAreaCellShare_pct=25.5
export IMPL_compound_area_share_pct=9.03
export IMPL_adder_share_pct=24.9
export IMPL_rr_startpoint="counter[2]"
export IMPL_use_met2_pct=20.1
export IMPL_fmax_ghz=0.275
export IMPL_crit_start="enable"
export IMPL_antenna_cells=0
export IMPL_grt_antenna_before_repair=0
export IMPL_grt_first_pass_wirelength_um=7940
export IMPL_ys_top_logic_family="adder cells"
export IMPL_clock_sinks=22
export IMPL_ys_sh_mux_pct=0
export IMPL_synthXorXnorAreaFrac_pct=7.70
export IMPL_cts_root_buffer="clkbuf_8"
export IMPL_hp_start="counter[0]"
export IMPL_drc=0
export IMPL_track_usage_pct=13.3
export IMPL_setup_viol=0
export IMPL_max_slew_margin_rel_pct=58.1
export IMPL_crit_arrival_ns=2.55
export IMPL_syn_avg_cell_area_sq_um=8.38
export IMPL_post_cts_resized=0
export IMPL_cts_tree="yes"
export IMPL_finalClockPeriodUsage_pct=67.2
export IMPL_drive_gt1_share_pct=3.58
export IMPL_final_common_cell="clkdlybuf4s50_1"
export IMPL_worst_pin_slew_ns=0.613
export IMPL_dp_hpwl_um=3930
export IMPL_ant_nets=0
export IMPL_vias=1918
export IMPL_required_ns=4.32
export IMPL_edf_count=0
export IMPL_wirelength_um=4780
export IMPL_grt_max_degree=23
export IMPL_drt_iter0_drc=57
export IMPL_chip_area_sq_um=7550
export IMPL_crit_fanout=18
export IMPL_rsz0062_at_grt="no"
export IMPL_clk_pin_slew_ns=0.08
export IMPL_area_leaders="dfrtp_1 (25%), ha_1 (25%), inv_1 (7.5%)"
export IMPL_top_area_cell="dfrtp_1"
export IMPL_fill_cells=687
export IMPL_die_h_um=86.9
export IMPL_grtUsageMet1_pct=21.6
export IMPL_postCtsSetupBuffers=0
export IMPL_num_io_pins=77
export IMPL_layout_top_cells="clkdlybuf4s50_1 (76), inv_1 (43), ha_1 (43)"
export IMPL_setup_ws_ns=1.77
export IMPL_tns_ns=0
export IMPL_wl_per_cell_um=11.1
export IMPL_synthArstFlopShare_pct=100
export IMPL_rows=30
export IMPL_grt_busiest_layer="met1"
export IMPL_fin_skew_ns=0.00368
export IMPL_status="complete, no violations"
export IMPL_synth_area_sq_um=2160
export IMPL_post_place_ws_ns=1.77
export IMPL_gp_congestion=0.794
export IMPL_start_kind="input pin"
export IMPL_irDropWorstVdd_v=0.0000808
export IMPL_drv_cap=0
export IMPL_cp_end_kind="output pin"
export IMPL_grtUsageMet3_pct=1.25
export IMPL_initCoreUtil_pct=31.5
export IMPL_clock_latency_ns=0.26
export IMPL_yosys_warnings=1
export IMPL_finalHoldViolations=0
export IMPL_core_area_sq_um=6870
export IMPL_syn_instance_count=258
export IMPL_power_leakage_uw=0.00158
export IMPL_tool_warnings=25
export IMPL_period_minus_slack_ns=3.63
export IMPL_synth_flops=22
export IMPL_cts_hold_buf=0
export IMPL_slew_violations=0
export IMPL_power_per_cell_area_nw_per_um2=126
export IMPL_worstSetupPathType="input pin to output pin"
export IMPL_ys_area_sq_um=2160
export IMPL_yosys_area_share_simple_pct=24.0
## Yosys cell counts, types with 8 or more instances
cell type	count
nand2_1	12
xnor2_1	8
nand3_1	10
nor2_1	25
dfrtp_1	22
a21oi_1	17
xor2_1	11
ha_1	43
nand4_1	8
inv_1	43
and3_1	23
## critical path, stage by stage
cell and delay (ns):
clkdlybuf4s50_1 0.76, and3_1 0.24, clkdlybuf4s50_1 0.47
## worst paths after layout
kind | end | slack (ns) | depth (start not counted)
setup / recovery | square_wave[2] | 1.77 | 3
hold / removal | counter[0] | 0.49 | 1
setup reg to reg | square | 2.98 | 7
hold reg to reg | counter[0] | 0.49 | 1
max in group asynchronous | square | 4.03 | 3
min in group asynchronous | counter[1] | 1.15 | 3
## sequential cells by signal, summed over array words and instances (netlist names)
name     cells
counter     21
square       1
## where the power goes
part	internal (uW)	switching [uW]	total [uW]
sequential	167	2.45	169
combinational	66.7	34.6	101
clock	64.9	51.0	116
total	298	88.0	386
## cell type report
class | count | area (sq um) | share of cell area [%]
multi-input combinational | 189 | 1420 | 46.2
timing repair buffer | 77 | 768 | 25.0
sequential | 22 | 551 | 17.9
inverter | 43 | 161 | 5.25
tap | 96 | 120 | 3.91
clock buffer | 4 | 55.1 | 1.79
## metrics by stage
stage	utilization, %	instance area, sq um	power (uW)	instances	hold WS (ns)
floorplan	-	2160	211	258	0.443
global placement	44.0	3020	274	427	0.479
detailed placement	44.0	3020	275	427	0.478
CTS	44.8	3070	391	431	0.495
global route	44.8	3070	411	431	0.532
finish	44.8	3070	386	431	0.488
## routing by layer
| layer | up-vias | part of all wire, % |
|---|---|---|
| met5 | - | 0 |
| met2 | 24 | 44 |
| li1 | 1039 | - |
| met3 | 4 | 3.2 |
| met1 | 851 | 52 |
| met4 | 0 | 0.75 |
## cells by family after synthesis
group                      Yosys count
and+or+nand+nor                     94
buffers and inverters               47
adders and majority gates           43
AOI/OAI and AO/OA                   33
DFF                                 22
xor gates and xnor gates            19
Power figures rest on the tool's default switching activity, not on a simulated workload.
