===== /design/flow/run.sh =====
#!/bin/bash
# OpenROAD 26Q1-2900-gdf79404cd8, Yosys 0.63+post, stock flow scripts
make -C /OpenROAD-flow-scripts/flow DESIGN_CONFIG=/design/flow/config.mk WORK_HOME=/design/flow/orfs finish

===== /design/flow/design.v =====
module ps2_keyboard( 
  input  logic areset, 
  input  logic clk_50,
  input  logic ps2_clk, 
  input  logic ps2_dat, 
  output logic valid_data, 
  output logic [7:0] data
); 
logic [8:0] shift_reg;
logic [3:0] count_bit;
assign data = shift_reg[7:0];
function parity_calc;
  input logic [7:0] a;
  parity_calc = ~(a[0] ^ a[1] ^ a[2] ^ a[3] ^ a[4] ^ a[5] ^ a[6] ^ a[7]);
endfunction
logic [9:0] ps2_clk_detect;
always_ff @(posedge clk_50 or posedge areset)
begin
  if(areset)
    ps2_clk_detect <= 10'd0;
  else
    ps2_clk_detect <= {ps2_clk, ps2_clk_detect[9:1]};
end
logic ps2_clk_negedge;
assign ps2_clk_negedge = (&ps2_clk_detect[4:0]) && (&(~ps2_clk_detect[9:5]));
logic [1:0] state;
localparam IDLE = 2'd0;
localparam RECEIVE_DATA = 2'd1;
localparam CHECK_PARITY_STOP_BITS = 2'd2;
always_ff @(posedge clk_50 or posedge areset) begin
  if(areset)
    state <= IDLE;
  else if (ps2_clk_negedge)
    begin
      case (state)
        IDLE:
        begin
          if(!ps2_dat)
            state <= RECEIVE_DATA;
        end
        RECEIVE_DATA:
        begin
          if (count_bit == 8)
            state <= CHECK_PARITY_STOP_BITS;
        end
        CHECK_PARITY_STOP_BITS:
        begin
          state <= IDLE;
        end
        default:
        begin
          state <= IDLE;
        end
      endcase
    end
end
always_ff @(posedge clk_50 or posedge areset) begin
  if(areset)
    valid_data <= 1'b0;
  else if (ps2_clk_negedge)
    if (ps2_dat && (parity_calc(shift_reg[7:0]) == shift_reg[8]) && (state == CHECK_PARITY_STOP_BITS))
      valid_data <= 1'b1;
    else
      valid_data <= 1'b0;
end
always_ff @(posedge clk_50 or posedge areset) begin
  if(areset)
    shift_reg <= 9'b0;
  else if (ps2_clk_negedge)
    if(state == RECEIVE_DATA)
      shift_reg <= {ps2_dat, shift_reg[8:1]};
end
always_ff @(posedge clk_50 or posedge areset) begin
  if(areset)
    count_bit <= 4'b0;
  else if (ps2_clk_negedge) begin
    if(state == RECEIVE_DATA)
      count_bit <= count_bit + 4'b1;
    else
      count_bit <= 4'b0;
  end
end
endmodule

===== /design/flow/config.mk =====
export PLATFORM = sky130hd
export DESIGN_NAME = ps2_keyboard
export DESIGN_NICKNAME = ps2_keyboard
export VERILOG_FILES = /design/flow/design.v
export SDC_FILE = /design/flow/constraint.sdc
export NUM_CORES = 4
export LEC_CHECK = 1
export CORE_AREA = 10 10 102 102
export DIE_AREA = 0 0 112 112

===== /design/flow/constraint.sdc =====
current_design ps2_keyboard

set clk_period 3.1
set clk_io_pct 0.2

create_clock -name clk0 -period $clk_period [get_ports {clk_50}]

set non_clock_inputs [all_inputs -no_clocks]
set_input_delay [expr $clk_period * $clk_io_pct] -clock clk0 $non_clock_inputs
set_output_delay [expr $clk_period * $clk_io_pct] -clock clk0 [all_outputs]

==> impl_results.html <==
<!-- implementation run metrics -->
<table>
<tr><th>Metric</th><th>Value</th></tr>
<tr><th colspan="2">Final timing</th></tr>
<tr><td>Setup repair after global routing missed its margin</td><td>false</td></tr>
<tr><td>Final setup violation count</td><td>0</td></tr>
<tr><td>Number of max-slew violations in the final report</td><td>0</td></tr>
<tr><td>Highest Clock Rate</td><td>0.480 GHz</td></tr>
<tr><td>Final hold violation count</td><td>0</td></tr>
<tr><td>Setup skew after layout</td><td>5.44 ps</td></tr>
<tr><td>Setup tns final</td><td>0 ps</td></tr>
<tr><td>Worst Max-Slew Pin Slew</td><td>391 ps</td></tr>
<tr><td>Final critical delay including setup and external delays</td><td>2080 ps</td></tr>
<tr><td>Part of the cycle the worst path needs</td><td>67.2%</td></tr>
<tr><td>Worst slew slack as a fraction of its limit</td><td>73.8%</td></tr>
<tr><th colspan="2">Worst setup path</th></tr>
<tr><td>CP startpoint kind</td><td>register</td></tr>
<tr><td>Required time of the critical path</td><td>3260 ps</td></tr>
<tr><td>Worst reg2reg setup slack</td><td>1020 ps</td></tr>
<tr><td>Critical path depth</td><td>4</td></tr>
<tr><td>Critical path buffer and inverter count</td><td>0</td></tr>
<tr><td>Family of cells with the greatest summed delay on the critical path</td><td>simple AND/OR/NAND/NOR gates</td></tr>
<tr><td>Category of the worst setup path capture point</td><td>register</td></tr>
<tr><td>CP Cell Sequence</td><td>or4b_4 -&gt; nor4_4 -&gt; nand2_2 -&gt; mux2_4</td></tr>
<tr><td>Arrival time at the worst endpoint</td><td>2240 ps</td></tr>
<tr><td>Slowest cell on the critical path</td><td>or4b_4</td></tr>
<tr><td>Critical path fanouts, max</td><td>11</td></tr>
<tr><td>Reg2reg path depth</td><td>4</td></tr>
<tr><td>Largest stage delay on the critical path</td><td>560 ps</td></tr>
<tr><td>Critical path class</td><td>reg -&gt; reg</td></tr>
<tr><th colspan="2">GRT</th></tr>
<tr><td>Antenna violations before repair</td><td>0</td></tr>
<tr><td>All-layer global routing usage</td><td>3.01%</td></tr>
<tr><td>Grt total ovfl</td><td>0</td></tr>
<tr><td>Pin count of the biggest net entering global routing</td><td>28</td></tr>
<tr><td>Wire length of the first global-routing pass</td><td>3190 um</td></tr>
<tr><td>Via count of the first global-routing pass</td><td>675</td></tr>
<tr><th colspan="2">Placement</th></tr>
<tr><td>Last weighted congestion value of the routability-driven placer</td><td>0.755</td></tr>
<tr><td>Post-DP HPWL</td><td>1310 um</td></tr>
<tr><td>I/O Buffers</td><td>12</td></tr>
<tr><td>Area after detailed placement</td><td>0.00136 mm2</td></tr>
<tr><th colspan="2">Clocking</th></tr>
<tr><td>Number of buffers on the longest clock path</td><td>2</td></tr>
<tr><td>Number of clock sinks</td><td>27</td></tr>
<tr><td>CTS tree</td><td>built</td></tr>
<tr><td>Clock transition at the registers of the reported paths</td><td>90 ps</td></tr>
<tr><td>Post-CTS Resized</td><td>0</td></tr>
<tr><td>Clk Latency, worst-skew pair</td><td>270 ps</td></tr>
<tr><td>CTS buffer count</td><td>3</td></tr>
<tr><td># H-tree levels</td><td>1</td></tr>
<tr><td>Count of hold-fix buffers inserted at cts</td><td>0</td></tr>
<tr><td>Number of buffers inserted by post-CTS setup repair</td><td>0</td></tr>
<tr><td>Root buffer cell</td><td>clkbuf_8</td></tr>
<tr><th colspan="2">Route</th></tr>
<tr><td>Highest signal layer in the routed design</td><td>met3</td></tr>
<tr><td>Tally of nets with antenna violations remaining after routing</td><td>0</td></tr>
<tr><td>Wire length reported by the detailed router</td><td>1860 um</td></tr>
<tr><td>Routed length per instance</td><td>9.24 um</td></tr>
<tr><td>Inserted Diodes</td><td>0</td></tr>
<tr><td>Total DRC errors in the routed layout</td><td>0</td></tr>
<tr><td>Detail Route met2 WL</td><td>825 um</td></tr>
<tr><td>Detailed Route Iter0 Violations</td><td>26</td></tr>
<tr><td>Total number of vias</td><td>628</td></tr>
<tr><td>Number of vias per cell</td><td>3.12</td></tr>
<tr><td>First-pass iteration count of the detailed router</td><td>2</td></tr>
<tr><td>Post-Route M1 WL</td><td>859 um</td></tr>
<tr><td>Length of routed met3 wiring</td><td>171 um</td></tr>
<tr><th colspan="2">Floorplanning</th></tr>
<tr><td>Die Span X</td><td>112 um</td></tr>
<tr><td>Initial standard-cell utilization of the core</td><td>14.4%</td></tr>
<tr><td>Die boundary height</td><td>112 um</td></tr>
<tr><td>Total die size</td><td>0.0125 mm2</td></tr>
<tr><td>Row count</td><td>33</td></tr>
<tr><td>Ports</td><td>13</td></tr>
<tr><td>Core area</td><td>0.00822 mm2</td></tr>
<tr><th colspan="2">Cells and area</th></tr>
<tr><td>Final cell area excluding filler cells</td><td>0.00141 mm2</td></tr>
<tr><td>Fraction of final layout cells sized beyond drive strength 1</td><td>17.7%</td></tr>
<tr><td>Most instantiated logic cells after routing</td><td>26 x dfrtp_1, 12 x clkdlybuf4s50_1, 11 x nand2_1</td></tr>
<tr><td>Most instantiated logic cell after routing</td><td>dfrtp_1</td></tr>
<tr><td>Layout overhead on the synthesized area</td><td>19.3%</td></tr>
<tr><td>Number of flip-flops under the largest register name</td><td>10</td></tr>
<tr><th colspan="2">Run status</th></tr>
<tr><td>Outcome</td><td>finished, final reports clean</td></tr>
<tr><th colspan="2">Flow run</th></tr>
<tr><td>Number of warnings in the stage logs</td><td>26</td></tr>
<tr><td>Count of maximum capacitance violations</td><td>0</td></tr>
<tr><th colspan="2">Synthesis</th></tr>
<tr><td>Number of cells in Yosys stat</td><td>89</td></tr>
<tr><td>Netlist area before placement</td><td>0.00118 mm2</td></tr>
<tr><td>Summed standard-cell area reported by yosys</td><td>0.00118 mm2</td></tr>
<tr><td>Flops after synth</td><td>27</td></tr>
<tr><td>Instance count of the mapped netlist</td><td>89</td></tr>
<tr><td>YS warnings</td><td>1</td></tr>
<tr><td>Mapped Avg Cell Area</td><td>13.3 um2</td></tr>
<tr><td>Part of the Yosys area used for sequential elements</td><td>57.3%</td></tr>
<tr><td>Distinct lib cells used</td><td>25</td></tr>
<tr><th colspan="2">Power</th></tr>
<tr><td>Post-layout total power</td><td>578 uW</td></tr>
<tr><td>VDD IR-drop max</td><td>0.142 mV</td></tr>
<tr><td>Lkg Pwr</td><td>0.599 nW</td></tr>
<tr><td>Power per cell area</td><td>410 mW/mm2</td></tr>
<tr><th colspan="2">Worst hold path</th></tr>
<tr><td>Worst hold path type</td><td>reg -&gt; reg</td></tr>
<tr><td>Worst hold path depth</td><td>0</td></tr>
</table>
[per-stage QoR]
stage | util, % | hold slack, ps | setup WS (ps) | cells
finish | 17.1 | 381 | 1020 | 201
global route | 17.1 | 399 | 896 | 201
CTS | 17.1 | 385 | 1000 | 201
detailed placement | 16.6 | 365 | 1020 | 197
global placement | 16.6 | 357 | 1040 | 197
floorplan | - | 346 | 1180 | 89
[where the power goes]
group | internal, mW | switching (mW) | leakage (nW)
clock | 0.0918 | 0.100 | 0.0228
sequential | 0.360 | 0.00592 | 0.343
combinational | 0.00903 | 0.0102 | 0.232
total | 0.461 | 0.116 | 0.599
[synthesized netlist by cell type]
library cell  instances  share of area, %
dfrtp_1              26                55
nand2_1              11               3.5
buf_4                 8               5.1
mux2_4                8                10
xnor2_1               6               4.4
nand3_1               4               1.7
o21ai_0               4               1.7
inv_1                 3              0.95
ha_1                  2               2.1
nor2_1                2              0.64
a22o_1                1              0.74
buf_6                 1              0.95
clkbuf_2              1              0.42
dfstp_2               1               2.2
mux2_2                1              0.95
nand2_2               1              0.53
nand3b_1              1              0.64
nand4_1               1              0.53
nand4b_1              1              0.74
nor4_4                1               1.8
o31ai_1               1              0.64
or4_1                 1              0.64
or4b_4                1               1.2
xnor3_1               1               1.9
xor2_1                1              0.74
[layer usage]
layer | vias to the layer above | global-route usage [%]
met3 | 0 | 1.74
met2 | 14 | 4.51
met4 | 0 | 0.169
met1 | 309 | 3.88
met5 | - | 0
li1 | 305 | -
[final timing paths]
check                                  start                end
setup / recovery           ps2_clk_detect[5]       shift_reg[7]
hold / removal             ps2_clk_detect[1]  ps2_clk_detect[0]
min in group asynchronous             areset       shift_reg[0]
setup reg to reg           ps2_clk_detect[5]       shift_reg[7]
hold reg to reg            ps2_clk_detect[1]  ps2_clk_detect[0]
max in group asynchronous             areset           state[0]
[worst register-to-register path, stage by stage, from the launching register on]
cell,delay [ps]
dfrtp_1,390
or4b_4,560
nor4_4,380
nand2_2,290
mux2_4,360
[kinds of logic (layout without fill, tap and decap cells)]
logic type	after synthesis	after routing	synth area share [%]
DFF	27	27	57.3
and+or+nand+nor	24	24	11.9
buffers and inverters	13	20	7.41
muxes	9	9	11.1
xor gates and xnor gates	8	8	7.10
AOI/OAI and AO/OA	6	6	3.07
adders and majority gates	2	2	2.12
[cell type report]
type                       count  area [um2]
multi-input combinational     49         417
inverter                       3        11.3
tap                          105         131
timing repair buffer          13         128
fill                         884        6810
clock buffer                   4        45.0
sequential                    27         677
Power is estimated from default activity; no workload was simulated.
